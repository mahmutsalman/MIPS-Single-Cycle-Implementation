[design/flow/run.sh]
#!/bin/bash
# OpenROAD 26Q1-2900-gdf79404cd8, Yosys 0.63+post, stock flow scripts
make -C /OpenROAD-flow-scripts/flow DESIGN_CONFIG=/design/flow/config.mk WORK_HOME=/design/flow/orfs finish
[design/flow/config.mk]
export PLATFORM = sky130hd
export DESIGN_NAME = alu32
export DESIGN_NICKNAME = alu32
export VERILOG_FILES = /design/flow/design.v
export SDC_FILE = /design/flow/constraint.sdc
export NUM_CORES = 4
export LEC_CHECK = 1
export CORE_UTILIZATION = 30
[design/flow/constraint.sdc]
current_design alu32

set clk_period 23.5
set clk_io_pct 0.2

create_clock -name clk0 -period $clk_period

set non_clock_inputs [all_inputs -no_clocks]
set_input_delay [expr $clk_period * $clk_io_pct] -clock clk0 $non_clock_inputs
set_output_delay [expr $clk_period * $clk_io_pct] -clock clk0 [all_outputs]
[design/flow/design.v]
module alu32(sum,a,b,zout,gin); 
output [31:0] sum;
input [31:0] a,b; 
input [2:0] gin; 
reg [31:0] sum;
reg [31:0] less;
output zout;
reg zout;
always @(a or b or gin)
begin
	case(gin)
	3'b010: sum=a+b; 		 
	3'b110: sum=a+1+(~b);	 
	3'b111: begin less=a+1+(~b);	 
			if (less[31]) sum=1;	
			else sum=0;
		  end
	3'b000: sum=a & b;	     
	3'b001: sum=a|b;		 
	3'b101: sum=b>>a;		 
	3'b011: sum=a;			 
	default: sum=31'bx;	
	endcase
zout=~(|sum);
end
endmodule
==> results_slide.txt <==
Implementation Results

Setup path
  – Data required time at the worst endpoint: 18.80 ns
  – Category of the critical setup timing path: input pin to output pin
  – Endpoint arrival time on the critical path: 9.72 ns
  – Max Fanout on Critical Path: 28
  – Endpoint class of the critical path: output pin
  – Critical path launch point type: input pin

Yosys
  – Yosys simple share: 22.0%
  – Gate count of the mapped netlist: 1071
  – Complex Gates by Area: 37.5%
  – Yosys cell count: 1071
  – Adder and majority cell fraction of the synthesized area: 17.2%
  – Area of the mapped netlist: 7210 um^2
  – Proportion of synthesized chip area in sequential cells: 0%
  – Xor and xnor fraction of the mapped netlist area: 2.92%
  – Post-synthesis chip area from yosys: 7210 um^2
  – Synth Area per Inst: 6.73 um^2
  – Dominant cell type by area after synthesis: ha_1
  – Syn. warnings: 1
  – Top logic cell family in the synthesized netlist: AND-OR/OR-AND gates
  – Largest cells by area after synthesis: ha_1 17%, a21oi_1 5.3%, mux2i_1 5.3%
  – Number of different library cells in the post-synthesis netlist: 81
  – Share of cell area taken by muxes after synthesis: 11.1%
  – Area fraction of the dominant cell type after synthesis: 16.7%

Power and ir drop
  – Clock group share of total power: 0%
  – Part of the total power dissipated in combinational logic: 100.0%
  – Fraction of power consumed by sequential logic: 0%
  – Switching part of the total: 59.4%
  – Peak supply drop: 0.0000118 V
  – Total power per unit cell area: 25.1 nW/um^2
  – Internal Power: 0.0000855 W
  – Leak Pwr: 3.44 nW
  – Total net switching power: 0.000125 W

GRT
  – Vias in the first global route: 7948
  – Global-route wire length before repair: 48800 um
  – Initial antenna violation count: 0
  – Largest net degree at the start of global routing: 63
  – Final global-route overflow total: 0
  – Global router's overall resource usage: 26.4%

Placement
  – Cell area reported after detailed placement: 8400 um^2
  – Routability cong.: 0.997
  – Port Buffer Count: 100
  – Placed wire-length estimate: 26100 um

Timing
  – Final setup violation count: 0
  – Minimum period implied by the final worst setup slack: 14.42 ns
  – Final period util: 61.4%
  – Final-report hold violation count: 0
  – Fmax: 69.3 MHz
  – Total count of max-transition violations in the final report: 0
  – Setup repair after global routing missed its margin: no
  – Sum of negative setup slack: 0 ns
  – Transition time at the pin with the least slew margin: 0.857 ns
  – Tightest slew margin relative to the limit: 42.6%

Flow run
  – Tool Warnings: 96
  – Max Cap Violations: 0

Floorplan
  – Height of the die: 157 um
  – Num rows: 56
  – Initial Utilization: 30.6%
  – Floorplan die area: 24700 um^2
  – Total I/O pin count: 100
  – Core area: 23500 um^2
  – Horizontal die dimension: 157 um

Routing
  – Iteration tally of the first detailed-router pass: 5
  – Total Routed Length: 32400 um
  – Ant. Diodes: 0
  – Number of vias per cell after detailed routing: 6.04
  – Number of violations reported at the end of detailed-routing iteration 0: 756
  – Routed Antenna Nets: 0
  – Via total after detailed routing: 8638
  – DRC violation count after routing: 0
  – Wire length per cell after detailed routing: 22.6 um

Hold path
  – Hold/Removal Path Class: input pin to output pin
  – Worst hold path depth: 5

CTS
  – Number of gates resized after CTS: 0
  – Setup repair bufs after CTS: 0
  – Hold bufs inserted after CTS: 0

Layout
  – Final Instance Area: 8400 um^2
  – Register Area: 0 um^2
  – Utilization after layout: 35.7%
  – Area delta synth->final: 16.5%
  – Total number of sequential cells: 0
  – Count of filler cells inserted in the layout: 2593
  – Clock buf count: 0
  – Fraction of final layout cells with drive strength greater than 1: 5.68%

Run status
  – Run status: complete, no violations
## worst paths after layout
kind | from | end | slack, ns
setup / recovery | a[2] | zout | 9.08
hold / removal | gin[2] | sum[6] | 10.55
## power groups by stage
stage / Sequential, W / Clock, W / Combinational [W]
4_1_cts: 0 / 0 / 0.000207
6_report: 0 / 0 / 0.000211
5_1_grt: 0 / 0 / 0.000228
## critical path: stages
cell and delay, ns:
clkdlybuf4s50_1 0.46, buf_4 0.28, inv_1 0.42, ha_1 0.54, nor2b_1 0.17, a2111o_1 0.44
a311oi_4 0.41, o211ai_4 0.19, o211a_4 0.29, o31ai_4 0.23, a2111oi_1 0.11, or3_4 0.43
nor4_2 0.26, nand3_1 0.11, a211oi_2 0.16, clkdlybuf4s50_1 0.49
## cell usage after synthesis, types with 20 or more instances
cell type / n
a211oi_1: 43
a21oi_1: 76
clkbuf_1: 56
ha_1: 96
inv_1: 96
mux2i_1: 38
nand2_1: 81
nand3_1: 40
nor2_1: 89
nor3_1: 26
o21ai_0: 72
xnor2_1: 20
## layout make-up
type	count	area, um^2	area share [%]
Tap cell	319	399	4.75
Timing Repair Buffer	114	1090	13.0
Multi-Input combinational cell	897	6540	77.8
Inverter	99	372	4.42
## routing by layer
metal | wire [um] | up-vias | GRT usage, %
met5 | 0 | - | 0
met4 | 1380 | 0 | 9.75
met3 | 2790 | 49 | 5.66
met2 | 14200 | 390 | 41.2
met1 | 14000 | 4104 | 35.9
li1 | - | 4095 | -
## per-stage QoR
step	instances	total power (W)	setup slack, ns	hold slack, ns
2_1_floorplan	1071	0.000127	10.34	9.58
3_3_place_gp	1429	0.000208	9.19	10.52
3_5_place_dp	1429	0.000206	9.14	10.50
6_report	1429	0.000211	9.08	10.55
5_1_grt	1429	0.000228	8.83	10.56
4_1_cts	1429	0.000207	9.12	10.51
## placed cells by master (no fill, tap or decap), drive strengths merged, types with 10 or more instances in the layout
cell type,instances
a31oi,10
a21oi,77
nand4,10
nand2,81
o21ai,75
buf,17
o22ai,12
ha,96
o211ai,17
or3,14
nor2,89
mux2,17
a211oi,45
nor4,17
clkdlybuf4s50,97
nand3,40
nand2b,12
inv,97
a21o,12
nor3,26
o31ai,11
xnor2,20
nor2b,12
mux2i,38
mux4,10
## cells by family after synthesis
family	count (synthesis)
mux	65
simple gates	327
fa+ha+maj	98
buf+inv	174
xor+xnor	24
compound gates	383
No activity file was given, so power comes from the tool's default toggle rates.
